**design/flow/run.sh**
```bash
#!/bin/bash
# OpenROAD 26Q1-2900-gdf79404cd8, Yosys 0.63+post, stock flow scripts
make -C /OpenROAD-flow-scripts/flow DESIGN_CONFIG=/design/flow/config.mk WORK_HOME=/design/flow/orfs finish
```
**design/flow/config.mk**
```make
export PLATFORM = sky130hd
export DESIGN_NAME = address_latch_command
export DESIGN_NICKNAME = address_latch_command
export VERILOG_FILES = /design/flow/design.v
export SDC_FILE = /design/flow/constraint.sdc
export NUM_CORES = 4
export LEC_CHECK = 1
export CORE_UTILIZATION = 50
```
**design/flow/constraint.sdc**
```tcl
current_design address_latch_command

set clk_period 6.8
set clk_io_pct 0.2

create_clock -name clk0 -period $clk_period [get_ports {clk}]
create_clock -name clk1 -period $clk_period [get_ports {rst}]

set non_clock_inputs [all_inputs -no_clocks]
set_input_delay [expr $clk_period * $clk_io_pct] -clock clk0 $non_clock_inputs
set_output_delay [expr $clk_period * $clk_io_pct] -clock clk0 [all_outputs]
```
**design/flow/design.v**
```verilog
module address_latch_command( 	clk,
								addressLine,
								rst,
								CPINS,
								WE,
								CE,
								CLE,
								ALE,
								RE,
								writeline,
								writeEnable,
								forread);
	input[31:0]			addressLine;
	input				rst;
	input				clk;
	input				forread;
	input				writeEnable;
	output[4:0]			CPINS;
	output reg			WE;
	output reg			CE;
	output reg			CLE;
	output reg			ALE;
	output reg			RE;
	inout[7:0] 			writeline;
	reg[7:0] 			IOX;
	reg[7:0]				read_address [0:3];
	reg[3:0]				state;
	reg					complete;
	assign CPINS[0] = WE;
	assign CPINS[1] = CE;
	assign CPINS[2] = CLE;
	assign CPINS[3] = ALE;
	assign CPINS[4] = RE;
	integer addrCount;
	assign writeline = writeEnable ? IOX: 8'bz;
	initial begin
		RE = 1;
	end
	always@(posedge rst) begin
		read_address[3] = addressLine[7:0];
		read_address[2] = addressLine[15:8];
		read_address[1] = addressLine[23:16];
		read_address[0] = addressLine[31:24];
	end
	always @(posedge clk or posedge rst ) begin
		if(rst) begin
			state 		= 4'b0000;
			addrCount 	= 0;
			complete 	= 0;
			IOX 		= 0;
			WE 			= 1;
			CE			= 1;
			CLE 		= 1;
			ALE 		= 0;
		end
		else begin
		if(!complete)begin
		case(state)
		4'd0: begin
				CE 	= 0;
				CLE 	= 0;
				if(!forread) begin
					ALE = 1;
					state = 4'd3;	 
				end
		end 
		4'd1: begin
				WE 	= 0;
				CLE 	= 1;
				IOX 	= 8'd0;
		end
		4'd2: begin
				WE		= 1;
		end	
		4'd3: begin
				CLE 	= 0;
		end
		4'd4: begin
				ALE		= 1;
				WE 		= 0;	
				IOX[7:0] = read_address[addrCount];
		end
		4'd5: begin
				WE 		= 1;
				if(addrCount < 3) state = 4'd3;
				addrCount = addrCount + 1;
		end	
		4'd6: begin
				ALE 	= 0;
				if(forread) 
					CLE 	= 1;
				else 
					state 	= 4'd8;
		end
		4'd7: begin
				WE 			= 0;
				IOX[7:0] 	= 8'h30;  
		end
		4'd8: begin
				WE  	= 1;
		end
		4'd9: begin
			IOX[7:0] = 8'bz;  
			complete = 1;
		end
		endcase 
		state = state + 1;
		end 
	end  
end 
endmodule
```
==> out/metrics.cfg <==
[synth]
ys_chip_area_um2=3380
ys_cells=312
synth_flops=81
yosysWarnings=4
syn_area_um2=3380
postSynthAreaPerCell_um2=10.8
synthArstFlopShare_pct=60.5
ys_seq_share_pct=55.4
ys_types=51
ys.flop_type=dfrtp_1
syn_inst=312
synth-edff-count=0

[clock_tree]
post_cts_buffers=0
cts_resized=0
cts_hold_buf=0

[outcome]
status=aborted with a tool error
stop_error=[error] [KeplerFormal.cpp:679] Workflow failed: Iso has multiple drivers: .writeline0, writeline[0]$_DFFE_PP0P_.Q0
stop_stage=clock tree synthesis (4_1_cts)

[place]
placed_cell_area_um2=3760
portBuffers=41
place_congestion=0.866
hpwl_mm=4.42

[floorplanning]
boundaryPins=54
chipWidth_um=84.2
chipHeight_um=84.2
fp_util_pct=52.6
num_rows=29

==> metrics by stage <==
step                utilization, %  instances  setup WS (ns)
global placement              58.6        410           2.23
detailed placement            58.6        410           2.23
floorplan                        -        313           2.23
==> cell usage after synthesis (2+ instances only) <==
library cell  number  area (um2)
dfxtp_1           32         641
and2_1             2        12.5
buf_4              8        60.1
nand2b_1           5        31.3
a222oi_1           8        80.1
a21oi_1           10        50.1
o31ai_1            7        52.6
a22o_1             2        17.5
nand4_4            2        42.5
xor2_1            11        96.3
nand4_1            6        37.5
nor3_1             2        10.0
buf_6              2        22.5
nor2_2             2        12.5
nor2_1            28         105
mux2_2             2        22.5
nor3_2             2        20.0
and3_1             5        31.3
nand2_1           24        90.1
buf_2              2        10.0
inv_1              9        33.8
dfstp_2            3        78.8
nor4_1             8        50.1
dfrtp_1           46        1150
o41ai_1            2        17.5
nand3_1           12        60.1
nor2b_1            2        12.5
o21ai_0           12        60.1
clkbuf_1           9        33.8
ha_1               5        62.6
xnor2_1           22         193
==> kinds of logic after synthesis <==
family	count (synthesis)	share of synthesized area, %
muxes	2	0.667
adders and majority gates	5	1.85
and+or+nand+nor	111	18.5
other	1	0.111
buffers and inverters	30	4.74
AOI/OAI and AO/OA	49	10.2
xor gates and xnor gates	33	8.56
DFF	81	55.4
