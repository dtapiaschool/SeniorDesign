==> flow/design.v <==
module read_operation( 	clk,
								rst,
								CPINS,
								in,
								read_start,
								data_amount,
								data_out,
								complete_out,
								is_ready_out);
	input					rst;
	input					clk;
	input					read_start;
	input[15:0]			data_amount;
	input[7:0]			in;
	output[4:0]			CPINS;
	output reg			complete_out;
	output reg			is_ready_out;
	output[7:0] 		data_out;
	reg			is_ready;
	reg			WE;
	reg			CE;
	reg			CLE;
	reg			ALE;
	reg			RE;
	reg[7:0] 	IOX;
	reg[7:0]		slave;
	reg[7:0]		data_in;
	reg[1:0]		state;
	assign CPINS[0] = WE;
	assign CPINS[1] = CE;
	assign CPINS[2] = CLE;
	assign CPINS[3] = ALE;
	assign CPINS[4] = RE;
	integer i;
	integer dataI;
	assign data_out = slave;
	always @(negedge clk) begin
		if(is_ready && read_start) begin
			IOX  <= in;
		end
	end
	always @(posedge clk or posedge rst) begin
		if(rst)begin
			dataI 	= data_amount;
			CE  	= 0;
			CLE 	= 0;
			ALE 	= 0;
			WE 		= 1;
			RE		= 1;
			i 		= 0;
			state 	= 0;
			complete_out 	<= 0;
			is_ready		= 0;
			is_ready_out 	= 0;
		end
		else begin
			if(!complete_out) begin
				case(state)
				2'b00: begin
					RE 			= 0;
					is_ready 	= 1;
				end 
				2'b01: begin
					slave 			= IOX;
					is_ready 		= 0;
					is_ready_out 	<= 1;
				end
				2'b10: begin
					i 	= i+1;
					RE 	= 1;
					if(i >= dataI) begin
						complete_out <= 1;
					end
				end
				2'b11: begin
					is_ready_out <= 0;
				end
				endcase
				state = state + 1;
			end 
			else CE <= 1;
		end 
	end 
endmodule
==> flow/run.sh <==
#!/bin/bash
# OpenROAD 26Q1-2900-gdf79404cd8, Yosys 0.63+post, stock flow scripts
make -C /OpenROAD-flow-scripts/flow DESIGN_CONFIG=/design/flow/config.mk WORK_HOME=/design/flow/orfs finish
==> flow/config.mk <==
export PLATFORM = sky130hd
export DESIGN_NAME = read_operation
export DESIGN_NICKNAME = read_operation
export VERILOG_FILES = /design/flow/design.v
export SDC_FILE = /design/flow/constraint.sdc
export NUM_CORES = 4
export LEC_CHECK = 1
export CORE_UTILIZATION = 50
==> flow/constraint.sdc <==
current_design read_operation

set clk_period 5.3
set clk_io_pct 0.2

create_clock -name clk0 -period $clk_period [get_ports {clk}]

set non_clock_inputs [all_inputs -no_clocks]
set_input_delay [expr $clk_period * $clk_io_pct] -clock clk0 $non_clock_inputs
set_output_delay [expr $clk_period * $clk_io_pct] -clock clk0 [all_outputs]
==> results.toml <==
# flow metrics
[run_status]
outcome = "finished, final reports clean"

[final_timing]
final_hold_viol_count = 0
rsz_0062_raised_after_global_routing = "false"
postLayoutSetupSlackWorst_ns = 0.861
unconstrained_endpoints = 16
timing_worst_slew_pin_value_ns = 0.623
fin_skew_ns = 0.0579
setup_viol = 0
setup_tns_ns = 0
unclocked_regs = 16
total_count_of_max_transition_violations_in_the_final_report = 0
slew-limit-headroom = 0.581
fin_worst_hold_slack_ns = 0.472

[logic_synthesis]
top_area_cell = "dfrtp_1"
top_area_frac = 0.282
postSynthAreaPerCell_um2 = 10.7
syn-cell-area_um2 = 3380
ys_chip_area_um2 = 3380
synth-warning-count = 2
ff_type = "dfrtp_1"
ys_types = 47
yosys-stat-cells = 317
synthCells = 317
synth-edff-count = 16
synthArstFlopShare = 0.549
netlist_top_cells_area = "dfrtp_1 28%, edfxtp_1 14%, xnor2_1 9.1%"
synth.top_cells.by_count = "38 x dfrtp_1, 35 x xnor2_1, 23 x nand2_1"
most_common_cell = "dfrtp_1"
postSynthRegisterBits = 71

[route]
dr.pass1.iters = 21
drt.antenna.violating_nets = 0
route.detailed.wl_per_inst_um = 12.7
detail_route.wirelength_um = 5510
remaining_drc_errors = 0
insertedDiodeCount = 0
vias_cell = 5.14
detail_route.iter0.violations = 90
total_via_count_in_the_routed_design = 2235

[setup_path]
crit_buf_inv = 1
setup.worst_path.end_class = "flip-flop"
crit_path_start_kind = "primary input"
worst_reg2reg_path_startpoint = "is_ready$_DFFE_PP0P_"
setup.reg_to_reg.worst_slack_ns = 1.70
cpPeakStageDelay_ns = 0.45
critical_path.top_delay_family = "buffers and inverters"
crit_start = "read_start"
worst-path-max-fanout = 8
path_class = "in -> reg"
rr_endpoint = "IOX[0]$_DFFE_NP_"
r2r_cells = 1
worst_path_cell_trace = "clkdlybuf4s50_1 -> and2_1"
cp_data_arrival_time_ns = 1.82
slowest_stage = "clkdlybuf4s50_1"
cp_data_required_time_ns = 2.68

[clock_network]
cts-resized-gates = 0
cts_tree = "built"
clock_latency_ns = 0.36
ctsHoldBuffers = 0
cts_root_buffer = "clkbuf_8"
cts.repair_timing.setup_buffer_count = 0
cts-buffers-inserted = 5
clock_path_buffers = 2
path_clk_slew_ns = 0.10
h_tree_depth_reported_by_cts = 2

[place]
gp_congestion = 0.843
buffer_ports.inserted = 38
pre_cts_slack_ns = 0.477
dp_hpwl_um = 4100

[pwr]
power_density_nw_per_um2 = 212
leakage_nw = 1.80
ir_drop_uv = 118
totalPowerFinal_uw = 829

[floorplanning]
num_rows = 29
die_width_um = 84.2
fp-utilization = 0.526
die_y_um = 84.2
design.die.area_um2 = 7090
num_io_pins = 42
core-area_um2 = 6420

[min_path]
whs_endpoint = "CE$_DFFE_PP0P_"
holdCritStartpoint = "CE$_DFFE_PP0P_"
min_delay_path_depth = 1
worst_hold_path_type = "reg -> reg"

[flow_run]
timing.max_cap.violations = 0
warnings = 37

[layout]
areaGrowthSynthToFinish_pct = 16.0
layout.filler_cells = 517
layout-drive-gt1-share = 0.0670

[grt]
antenna_found_initial = 0
grt_first_pass_wirelength_um = 9970
global_route.usage.total = 0.183
maximum_number_of_pins_on_one_net_before_global_route_repair = 41
number_of_global_route_vias_before_repair = 2105
grt_overflow_total = 0
## final cells by class
class | count | area, µm² | area share
Clock inverter | 11 | 66.3 | 0.0169
Timing Repair Buffer | 41 | 403 | 0.103
Sequential cell | 71 | 1700 | 0.433
Clock buffer | 5 | 68.8 | 0.0176
Multi-Input combinational cell | 209 | 1510 | 0.385
Tap cell | 77 | 96.3 | 0.0246
Inverter | 21 | 78.8 | 0.0201
## state kept, by name, indices dropped and copies added, names as in the netlist
signal and count:
i 32, dataI 16, IOX 8, slave 8, state 2, CE 1
RE 1, complete_out 1, is_ready 1, is_ready_out 1
## cells by family after synthesis
family	share of synthesized area
latches	0.0711
adder cells (fa/ha/maj)	0.0778
AND-OR/OR-AND	0.0530
XOR/XNOR	0.143
buffers and inverters	0.0537
multiplexers	0.00630
flip-flops	0.432
other	0.00222
AND/OR/NAND/NOR	0.162
## worst max path at each step
stage     cells after the start  slack, ns               end
4_1_cts                       2       0.85  IOX[5]$_DFFE_NP_
5_1_grt                       2       0.85  IOX[2]$_DFFE_NP_
6_report                      2       0.86  IOX[0]$_DFFE_NP_
## where the power goes
group          total, mW  internal [mW]  switching [mW]
registers          0.477          0.459          0.0187
clock network      0.275          0.109           0.166
logic             0.0767         0.0447          0.0321
total              0.829          0.613           0.216
## stage by stage
stage / utilization / area (µm²) / instances
global route: 0.610 / 3920 / 435
finish: 0.610 / 3920 / 435
detailed placement: 0.590 / 3790 / 420
global placement: 0.590 / 3790 / 420
floorplan: - / 3380 / 318
CTS: 0.610 / 3920 / 435
## routing by layer
| metal | up-vias | share of wire | track usage |
|---|---|---|---|
| met5 | - | 0 | 0 |
| li1 | 1161 | - | - |
| met1 | 1021 | 0.49 | 0.301 |
| met4 | 0 | 0.0067 | 0.0157 |
| met2 | 51 | 0.46 | 0.288 |
| met3 | 2 | 0.043 | 0.0279 |
## placed cells by master, fill, tap and decap left out, types with 11 or more instances in the layout
cell type,count
edfxtp_1,16
xor2_1,20
clkdlybuf4s50_1,38
nand4_1,11
nor2_1,15
nand3_1,16
ha_1,21
xnor2_1,35
dfrtp_1,38
inv_1,29
nand2_1,23
dlxtp_1,16
Power figures rest on the tool's default switching activity, not on a simulated workload.
